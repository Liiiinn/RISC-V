### /design/flow/config.mk
export PLATFORM = sky130hd
export DESIGN_NAME = data_memory
export DESIGN_NICKNAME = data_memory
export VERILOG_FILES = /design/flow/design.v
export SDC_FILE = /design/flow/constraint.sdc
export NUM_CORES = 4
export LEC_CHECK = 1
export CORE_UTILIZATION = 50
export SYNTH_HDL_FRONTEND = slang
export SYNTH_MEMORY_MAX_BITS = 65536
### /design/flow/design.v
`timescale 1ns / 1ps
package common;
    localparam REGISTER_FILE_SIZE = 32;  
    localparam logic [9:0] BEQ_INSTRUCTION = {3'b000, 7'b1100011};
    localparam logic [9:0] BNE_INSTRUCTION = {3'b001, 7'b1100011};
    localparam logic [9:0] BLT_INSTRUCTION = {3'b100, 7'b1100011};
    localparam logic [9:0] BGE_INSTRUCTION = {3'b101, 7'b1100011};
    localparam logic [9:0] BLTU_INSTRUCTION = {3'b110, 7'b1100011};
    localparam logic [9:0] BGEU_INSTRUCTION = {3'b111, 7'b1100011}; 
    typedef enum logic [3:0]
    {
        ALU_AND  = 4'b0000,       
        ALU_OR   = 4'b0001,
        ALU_XOR  = 4'b0010,
        ALU_ADD  = 4'b0011,               
        ALU_SUB = 4'b0100,
        ALU_SLT = 4'b0101,   
        ALU_SLTU = 4'b0110,  
        ALU_SLL = 4'b0111,   
        ALU_SRL = 4'b1000,   
        ALU_SRA = 4'b1001,   
        ALU_LUI = 4'b1010,
        B_BNE   = 4'b1011,  
        B_BLT   = 4'b1100,  
        B_BGE   = 4'b1101,  
        B_LTU   = 4'b1110,  
        B_GEU   = 4'b1111   
    } alu_op_type;
    typedef enum logic [1:0]
    {
        FORWARD_NONE,
        FORWARD_FROM_MEM,
        FORWARD_FROM_EX
    } forward_type;
    typedef enum logic [2:0]
    {
        NONE_TYPE,
        R_TYPE,
        I_TYPE,
        S_TYPE,
        B_TYPE,
        U_TYPE,
        J_TYPE
    } encoding_type;
    typedef struct packed
    {
        alu_op_type alu_op;
        encoding_type encoding;
        logic alu_src;
        logic mem_read;
        logic mem_write;
        logic reg_write;
        logic mem_to_reg;
        logic [1:0] mem_size;  
        logic mem_sign;
        logic is_branch;
    } control_type;
    typedef struct packed
    {
        logic [6:0] funct7;
        logic [4:0] rs2;
        logic [4:0] rs1;
        logic [2:0] funct3;
        logic [4:0] rd;
        logic [6:0] opcode;
    } instruction_type;
    typedef struct  packed
    {
        logic [31:0] pc;
        instruction_type instruction;
        logic decpompress_failed;
    } if_id_type;
    typedef struct packed
    {
        logic [4:0] reg_rs1_id;
        logic [4:0] reg_rs2_id;
        logic [4:0] reg_rd_id;
        logic [31:0] data1;
        logic [31:0] data2;
        logic [31:0] immediate_data;
        logic [31:0] pc;  
        control_type control;
        logic decpompress_failed;
        logic instruction_illegal;
    } id_ex_type;
    typedef struct packed
    {
        logic [4:0] reg_rd_id;
        control_type control;
        logic [31:0] alu_data;
        logic [31:0] pc;
        logic [31:0] memory_data;
    } ex_mem_type;
    typedef struct packed
    {
        logic [4:0] reg_rd_id;
        logic [31:0] memory_data;
        logic [31:0] alu_data;
        logic [31:0] pc;
        control_type control;
    } mem_wb_type;
    function [31:0] immediate_extension(instruction_type instruction, encoding_type inst_encoding);
        case (inst_encoding)
            I_TYPE: immediate_extension = { {20{instruction.funct7[6]}}, {instruction.funct7, instruction.rs2} };
            S_TYPE: immediate_extension = { {20{instruction.funct7[6]}}, {instruction.funct7, instruction.rd} };
            B_TYPE: immediate_extension = 
                { {20{instruction.funct7[6]}}, {instruction.funct7[6], instruction.rd[0], instruction.funct7[5:0], instruction.rd[4:1]}, 1'b0 };
            U_TYPE : immediate_extension = {instruction[31:12], 12'b0};
            J_TYPE : immediate_extension = { {12{instruction[31]}}, instruction[19:12], instruction[20], instruction[30:21], 1'b0 };
            default: immediate_extension = { {20{instruction.funct7[6]}}, {instruction.funct7, instruction.rs2} };
        endcase 
    endfunction
endpackage
`timescale 1ns / 1ps
module data_memory (
    input clk,
    input [9:0] byte_address,
    input write_enable,         
    input [31:0] write_data,
    input [1:0] mem_size,  
    input mem_sign,  
    output logic [31:0] read_data
);
    logic [31:0] ram [0:255];
    logic [7:0] word_address;
    logic [1:0] byte_offset;
    logic [31:0] aligned_word;
    logic [31:0] next_word;
    logic [7:0] read_byte;
    logic [15:0] read_half;
    assign word_address = byte_address[9:2];
    assign byte_offset = byte_address[1:0];
    always_ff @(posedge clk) 
    begin
        if (write_enable)
        begin
            case (mem_size)
                2'b00: begin
                    case (byte_offset)
                        2'b00: ram[word_address][7:0] <= write_data[7:0];
                        2'b01: ram[word_address][15:8] <= write_data[7:0];
                        2'b10: ram[word_address][23:16] <= write_data[7:0];
                        2'b11: ram[word_address][31:24] <= write_data[7:0];
                    endcase
                end
                2'b01: begin
                    case (byte_offset)
                        2'b00: ram[word_address][15:0] <= write_data[15:0];
                        2'b01: begin
                            ram[word_address][15:8] <= write_data[7:0];
                            ram[word_address + 1][7:0] <= write_data[15:8];
                        end
                        2'b10: ram[word_address][31:16] <= write_data[15:0];
                        2'b11: begin
                            ram[word_address][31:24] <= write_data[7:0];
                            ram[word_address + 1][7:0] <= write_data[15:8];
                        end
                    endcase
                end
                2'b10: begin
                    case (byte_offset)
                        2'b00: ram[word_address] <= write_data;
                        2'b01: begin
                            ram[word_address][31:8] <= write_data[23:0];
                            ram[word_address + 1][7:0] <= write_data[31:24];
                        end
                        2'b10: begin
                            ram[word_address][31:16] <= write_data[15:0];
                            ram[word_address + 1][15:0] <= write_data[31:16];
                        end
                        2'b11: begin
                            ram[word_address][31:24] <= write_data[7:0];
                            ram[word_address + 1][23:0] <= write_data[31:8];
                        end
                    endcase 
                end
                default: ram[word_address] <= ram[word_address];
            endcase
        end
    end
    always_comb begin
        aligned_word = ram[word_address];
        next_word = ram[word_address + 1];
        case (mem_size)
            2'b00: begin
                case (byte_offset)
                    2'b00: read_byte = aligned_word[7:0];
                    2'b01: read_byte = aligned_word[15:8];
                    2'b10: read_byte = aligned_word[23:16];
                    2'b11: read_byte = aligned_word[31:24];
                endcase
                read_data = mem_sign ? {{24{read_byte[7]}}, read_byte} : {24'b0, read_byte};
            end
            2'b01: begin
                case (byte_offset)
                    2'b00: read_half = aligned_word[15:0];
                    2'b01: read_half = {aligned_word[23:8]};
                    2'b10: read_half = aligned_word[31:16];
                    2'b11: read_half = {next_word[7:0], aligned_word[31:24]};
                endcase
                read_data = mem_sign ? {{16{read_half[15]}}, read_half} : {16'b0, read_half};
            end
            2'b10: begin
                case (byte_offset)
                    2'b00: read_data = aligned_word;
                    2'b01: read_data = {next_word[7:0], aligned_word[31:8]};
                    2'b10: read_data = {next_word[15:0], aligned_word[31:16]};
                    2'b11: read_data = {next_word[23:0], aligned_word[31:24]};
                endcase
            end
            default: read_data = aligned_word;
        endcase
    end
endmodule
### /design/flow/run.sh
#!/bin/bash
# OpenROAD 26Q1-2900-gdf79404cd8, Yosys 0.63+post, stock flow scripts
make -C /OpenROAD-flow-scripts/flow DESIGN_CONFIG=/design/flow/config.mk WORK_HOME=/design/flow/orfs finish
### /design/flow/constraint.sdc
current_design data_memory

set clk_period 241.7
set clk_io_pct 0.2

create_clock -name clk0 -period $clk_period [get_ports {clk}]

set non_clock_inputs [all_inputs -no_clocks]
set_input_delay [expr $clk_period * $clk_io_pct] -clock clk0 $non_clock_inputs
set_output_delay [expr $clk_period * $clk_io_pct] -clock clk0 [all_outputs]
==> results.py <==
# Generated from Yosys and OpenROAD reports
metrics = {
    "critical_path": {
        "worst-path-buf-inv": 11,
        "slowest_delay_ns": 1.02,
        "arrival_ns": 58.70,
        "cp-end-kind": "output port",
        "critical_path_class": "input pin to output port",
        "cp_top_family": "buffers and inverters",
        "worstPathCellList": "buf_16 > ha_1 > xor2_4 > buf_4 > buf_4 > buf_4 > buf_4 > buf_4 > buf_4 > nand2_1 > and3_1 > a311oi_1 > a31oi_1 > o21ai_0 > buf_4 > a22oi_1 > a31oi_2 > buf_4 > o21ai_0 > a22oi_1 > buf_4 > clkdlybuf4s50_1",
        "startpoint_type": "input pin",
        "r2r_slack_ns": 234.38,
        "critPathMostFrequentCell": "buf_4",
        "crit_fanout": 69,
        "crit_slowest_cell": "a311oi_1",
        "worstPathRequired_ns": 193.36,
    },
    "global_route": {
        "grt_pass1_wl_um": 2840000,
        "grt_pass1_vias": 313028,
        "track_usage": 0.543,
        "grt_max_degree": 137,
        "grt_antenna_before_repair": 463,
        "overflow": 0,
    },
    "power": {
        "clkPwrFrac": 0.402,
        "p_sw_frac": 0.275,
        "ir_worst_vdd_v": 0.00000973,
        "leakagePower_nw": 159,
        "power.density_nw_per_um2": 7.08,
        "power.internal_w": 0.00252,
        "switchingPower_w": 0.000957,
        "power_frac_seq": 0.457,
        "comb_power_share": 0.142,
    },
    "synth": {
        "yosys-top-cells-area": "edfxtp_1 56%, mux4_2 22%, a21oi_1 4.5%",
        "synth_cell_type_count": 88,
        "edf_count": 8192,
        "syn_avg_cell_area_um2": 13.6,
        "synth_warnings": 0,
        "synth_seq_share": 0.561,
        "ys_async_sr_fraction": 0,
        "synth.top_cell.area_share": 0.561,
        "ys_cells": 32347,
        "netlist_area_um2": 438000,
        "ys_seq_elements": 8192,
        "top_area_cell": "edfxtp_1",
        "simple_gate_share": 0.0719,
        "ys_sh_aoi": 0.0882,
        "netlist_logic_family_top": "multiplexers",
        "ys_sh_mux": 0.238,
        "synthFlopType": "edfxtp_1",
        "adder_share": 0.000143,
        "ys_area_um2": 438000,
        "syn_inst": 32347,
        "synthXorXnorAreaFrac": 0.000160,
    },
    "place": {
        "routabilityCongestion": 1.10,
        "dp_hpwl_um": 1550000,
        "io_buffers": 78,
        "placed_cell_area_um2": 460000,
    },
    "floorplanning": {
        "ios": 79,
        "dieArea_um2": 881000,
        "die_x_um": 938,
        "rows": 343,
        "die-height_um": 938,
        "fp_util": 0.502,
        "placeableCoreArea_um2": 873000,
    },
    "run": {
        "max-cap-violations": 10,
        "warning_count": 80,
    },
    "status": {
        "outcome": "complete, but fails checks",
        "violations": "capacitance limit, slew limit",
    },
    "final_timing": {
        "slew_headroom": -0.113,
        "finalCritPeriodShare": 0.443,
        "setup_tns_ns": 0,
        "rsz0062_at_grt": "no",
        "slew_violations": 20,
        "setup_viol": 0,
        "max_slew.worst_pin.slew_ns": 1.66,
        "hold_viol": 0,
        "timing.fmax_ghz": 0.00934,
        "post-route-min-period_ns": 107.04,
        "skew_ns": 0.207,
    },
    "clock_network": {
        "cts_tree": "yes",
        "ctsLongestPathBuffers": 4,
        "cts_root_buffer": "clkbuf_16",
        "clk_latency_ns": 1.35,
        "clk_pin_slew_ns": 0.07,
        "cts-htree-levels": 6,
        "post_cts_buffers": 0,
        "cts-hold-fix-buffers": 0,
        "cts_sinks": 8192,
        "post_cts_resized": 0,
        "cts_buffers": 887,
    },
    "final_layout": {
        "area_growth_syn_to_layout_pct": 12.0,
        "largest_reg_flops": 8192,
        "nFillCells": 67355,
        "reg_top3": "ram x8192",
        "finalInstanceArea_um2": 491000,
        "regMostFlops": "ram",
        "drive_above_1_share": 0.263,
        "fin_util": 0.562,
    },
    "route": {
        "wl_per_cell_um": 47.2,
        "vias_per_cell": 6.92,
        "route.detailed.drc": 0,
        "drtIter0Drc": 31623,
        "wirelength_um": 2150000,
        "vias": 315169,
        "drt_pass1_iterations": 7,
        "postRouteAntennaNets": 0,
    },
    "min_path": {
        "hold_class": "flop to flop",
    },
}
[metrics by stage]
stage | power (W) | setup WS [ns] | hold WS, ns | instances
after floorplan | 0.00189 | 139.33 | 1.19 | 32347
after CTS | 0.00345 | 135.03 | 1.69 | 44761
after detailed placement | 0.00209 | 135.06 | 1.70 | 43121
final | 0.00348 | 134.66 | 1.74 | 45563
after global placement | 0.00208 | 133.95 | 1.66 | 43115
after global routing | 0.00353 | 134.69 | 1.73 | 45257
[power groups by stage]
stage                 clock network, W  logic, W  registers [W]
after CTS                      0.00140  0.000470        0.00159
after global routing           0.00145  0.000499        0.00159
final                          0.00140  0.000493        0.00159
[worst paths after layout]
kind,endpoint,from,cells past startpoint
setup / recovery,read_data[17],byte_address[3],22
hold / removal,ram[15][24],ram[148][24],7
setup reg to reg,ram[193][13],ram[31][13],12
hold reg to reg,ram[15][24],ram[148][24],7
[cell usage after synthesis, types with 36 or more instances]
cell / n
edfxtp_1: 8192
nor2_1: 4487
mux4_2: 4254
a21oi_1: 3952
nand2_1: 3109
o21ai_0: 2308
clkbuf_1: 2064
buf_2: 870
mux2i_1: 819
buf_4: 365
o22ai_1: 338
a22oi_1: 284
buf_6: 193
nand3_1: 191
buf_1: 165
nor3_1: 57
nand4_1: 56
and3_1: 54
a31oi_1: 40
a32oi_1: 36
[routing by layer]
| layer | GRT usage | wire [um] | vias to the layer above |
|---|---|---|---|
| met4 | 0.381 | 205000 | 489 |
| li1 | - | - | 126919 |
| met5 | 0.244 | 24900 | - |
| met3 | 0.483 | 466000 | 5824 |
| met1 | 0.605 | 594000 | 155867 |
| met2 | 0.649 | 861000 | 26070 |
[tightest hold or removal path, stage by stage (launching register included)]
cell      delay [ns]
edfxtp_1        0.32
mux2i_1         0.06
nand2_1         0.06
nand4_1         0.09
nand4_1         0.23
nor4_4          0.16
buf_4           0.22
o21ai_4         0.42
[placed cells by master (no fill, tap or decap), drive strengths merged, types with 16 or more instances in the layout]
master / netlist / routed
a211oi: 31 / 31
a21oi: 3961 / 3961
a22o: 26 / 26
a22oi: 284 / 284
a311oi: 16 / 16
a31oi: 40 / 40
a32oi: 36 / 36
and2: 28 / 28
and3: 54 / 54
buf: 1604 / 2827
bufinv: 0 / 95
clkbuf: 2065 / 1088
clkdlybuf4s50: 0 / 61
clkinv: 2 / 417
clkinvlp: 0 / 34
diode: 0 / 798
edfxtp: 8192 / 8192
inv: 11 / 21
mux2: 23 / 23
mux2i: 821 / 821
mux4: 4254 / 4254
nand2: 3111 / 3111
nand3: 191 / 191
nand4: 56 / 56
nor2: 4522 / 4522
nor2b: 17 / 17
nor3: 64 / 64
nor4: 26 / 26
o2111ai: 18 / 18
o21ai: 2313 / 2313
o21bai: 23 / 23
o22ai: 338 / 338
o32ai: 34 / 34
[kinds of logic (layout without fill, tap and decap cells)]
logic type,Yosys count,count (layout)
xor gates and xnor gates,8,8
muxes,5098,5098
DFF,8192,8192
AOI/OAI and AO/OA,7250,7250
buffers and inverters,3682,4543
other,0,798
and+or+nand+nor,8112,8112
adders and majority gates,5,5
[layout make-up]
type | count | area [um^2] | share of cell area
flip-flops and latches | 8192 | 246000 | 0.501
repair buffers | 2890 | 22600 | 0.0459
inverters | 13 | 61.3 | 0.000125
diodes | 798 | 2000 | 0.00407
multi-input cells | 20473 | 177000 | 0.360
clock inverters | 554 | 6400 | 0.0130
well taps | 11557 | 14500 | 0.0294
clock buffers | 1086 | 23000 | 0.0468
Power and IR drop assume default switching activity.
