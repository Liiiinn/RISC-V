[/design/flow/config.mk]
export PLATFORM = sky130hd
export DESIGN_NAME = program_memory
export DESIGN_NICKNAME = program_memory
export VERILOG_FILES = /design/flow/design.v
export SDC_FILE = /design/flow/constraint.sdc
export NUM_CORES = 4
export LEC_CHECK = 1
export CORE_UTILIZATION = 30
export SYNTH_MEMORY_MAX_BITS = 65536
[/design/flow/constraint.sdc]
current_design program_memory

set clk_period 42.1
set clk_io_pct 0.2

create_clock -name clk0 -period $clk_period [get_ports {clk}]

set non_clock_inputs [all_inputs -no_clocks]
set_input_delay [expr $clk_period * $clk_io_pct] -clock clk0 $non_clock_inputs
set_output_delay [expr $clk_period * $clk_io_pct] -clock clk0 [all_outputs]
[/design/flow/design.v]
`timescale 1ns / 1ps
package common;
    localparam REGISTER_FILE_SIZE = 32;  
    localparam logic [9:0] BEQ_INSTRUCTION = {3'b000, 7'b1100011};
    localparam logic [9:0] BNE_INSTRUCTION = {3'b001, 7'b1100011};
    localparam logic [9:0] BLT_INSTRUCTION = {3'b100, 7'b1100011};
    localparam logic [9:0] BGE_INSTRUCTION = {3'b101, 7'b1100011};
    localparam logic [9:0] BLTU_INSTRUCTION = {3'b110, 7'b1100011};
    localparam logic [9:0] BGEU_INSTRUCTION = {3'b111, 7'b1100011}; 
    typedef enum logic [3:0]
    {
        ALU_AND  = 4'b0000,       
        ALU_OR   = 4'b0001,
        ALU_XOR  = 4'b0010,
        ALU_ADD  = 4'b0011,               
        ALU_SUB = 4'b0100,
        ALU_SLT = 4'b0101,   
        ALU_SLTU = 4'b0110,  
        ALU_SLL = 4'b0111,   
        ALU_SRL = 4'b1000,   
        ALU_SRA = 4'b1001,   
        ALU_LUI = 4'b1010,
        B_BNE   = 4'b1011,  
        B_BLT   = 4'b1100,  
        B_BGE   = 4'b1101,  
        B_LTU   = 4'b1110,  
        B_GEU   = 4'b1111   
    } alu_op_type;
    typedef enum logic [1:0]
    {
        FORWARD_NONE,
        FORWARD_FROM_MEM,
        FORWARD_FROM_EX
    } forward_type;
    typedef enum logic [2:0]
    {
        NONE_TYPE,
        R_TYPE,
        I_TYPE,
        S_TYPE,
        B_TYPE,
        U_TYPE,
        J_TYPE
    } encoding_type;
    typedef struct packed
    {
        alu_op_type alu_op;
        encoding_type encoding;
        logic alu_src;
        logic mem_read;
        logic mem_write;
        logic reg_write;
        logic mem_to_reg;
        logic [1:0] mem_size;  
        logic mem_sign;
        logic is_branch;
    } control_type;
    typedef struct packed
    {
        logic [6:0] funct7;
        logic [4:0] rs2;
        logic [4:0] rs1;
        logic [2:0] funct3;
        logic [4:0] rd;
        logic [6:0] opcode;
    } instruction_type;
    typedef struct  packed
    {
        logic [31:0] pc;
        instruction_type instruction;
        logic decpompress_failed;
    } if_id_type;
    typedef struct packed
    {
        logic [4:0] reg_rs1_id;
        logic [4:0] reg_rs2_id;
        logic [4:0] reg_rd_id;
        logic [31:0] data1;
        logic [31:0] data2;
        logic [31:0] immediate_data;
        logic [31:0] pc;  
        control_type control;
        logic decpompress_failed;
        logic instruction_illegal;
    } id_ex_type;
    typedef struct packed
    {
        logic [4:0] reg_rd_id;
        control_type control;
        logic [31:0] alu_data;
        logic [31:0] pc;
        logic [31:0] memory_data;
    } ex_mem_type;
    typedef struct packed
    {
        logic [4:0] reg_rd_id;
        logic [31:0] memory_data;
        logic [31:0] alu_data;
        logic [31:0] pc;
        control_type control;
    } mem_wb_type;
    function [31:0] immediate_extension(instruction_type instruction, encoding_type inst_encoding);
        case (inst_encoding)
            I_TYPE: immediate_extension = { {20{instruction.funct7[6]}}, {instruction.funct7, instruction.rs2} };
            S_TYPE: immediate_extension = { {20{instruction.funct7[6]}}, {instruction.funct7, instruction.rd} };
            B_TYPE: immediate_extension = 
                { {20{instruction.funct7[6]}}, {instruction.funct7[6], instruction.rd[0], instruction.funct7[5:0], instruction.rd[4:1]}, 1'b0 };
            U_TYPE : immediate_extension = {instruction[31:12], 12'b0};
            J_TYPE : immediate_extension = { {12{instruction[31]}}, instruction[19:12], instruction[20], instruction[30:21], 1'b0 };
            default: immediate_extension = { {20{instruction.funct7[6]}}, {instruction.funct7, instruction.rs2} };
        endcase 
    endfunction
endpackage
`timescale 1ns / 1ps
module program_memory (
    input clk,
    input [31:0] byte_address,
    input write_enable,         
    input [31:0] write_data, 
    output logic [31:0] read_data
);
    logic [31:0] ram [0:255];
    logic [7:0] word_address;
    assign word_address = byte_address[9:2];
    always @(posedge clk) begin
        if (write_enable) begin
            ram[word_address] <= write_data;
        end 
    end
    assign read_data = ram[word_address];
endmodule
[/design/flow/run.sh]
#!/bin/bash
# OpenROAD 26Q1-2900-gdf79404cd8, Yosys 0.63+post, stock flow scripts
make -C /OpenROAD-flow-scripts/flow DESIGN_CONFIG=/design/flow/config.mk WORK_HOME=/design/flow/orfs finish
==> reports/results.ini <==
[critical_path]
crit_path_start_kind = primary input
required_ps = 33680
crit_arrival_ps = 16430
cp_max_fo = 81
path_class = primary input to output port
cp-end-kind = output port

[detailed_routing]
first_pass_iters = 5
wl_per_cell_um = 29.0
vias_per_cell = 5.07
dr_total_vias = 143462
drt_iter0_drc = 9753
drc = 0
routed_wl_um = 821000
ant_nets = 0

[finish]
fin_util_pct = 34.8
largest_reg_flops = 8192
n_fill_cell = 92417
syn2layout_area_growth_pct = 15.9
drive_gt1_share_pct = 29.7
largestRegisters = ram: 8192 flops
top_register = ram
fin_area_um2 = 357000

[logic_synthesis]
syn_inst = 13055
synthArstFlopShare_pct = 0
enable_flop_cells = 8192
netlist_area_um2 = 308000
flop_cell = edfxtp_1
seq_area_frac_synth_pct = 79.8
yosysWarnings = 1
netlist.area_leader.share_pct = 79.8
yosys.area.top_type = edfxtp_1
synthTopCellsByCount = 8192 x edfxtp_1, 2048 x mux4_2, 1024 x a22oi_1
ys_cells = 13055
synth_flops = 8192
syn_area_per_cell_um2 = 23.6
yosysMostFrequentCell = edfxtp_1
synthTopCellsByArea = edfxtp_1 80%, mux4_2 15%, a22oi_1 2.5%
yosys.cell_types.count = 21
synth_chip_area_um2 = 308000

[global_route]
busiest_layer = met2
antenna_found_initial = 33
grt_use_met2_pct = 25.4
grt.total_usage_pct = 17.0
grt_pass1_wl_um = 1160000
grt_max_degree = 95
grt_pass1_vias = 161102
grt_overflow_total = 0
met3_usage_pct = 14.7
grt_util_met1_pct = 16.5

[final_timing]
worstMarginPinSlew_ps = 1270
finalSetupTns_ps = 0
max_freq_mhz = 40.2
relSlewSlack_pct = 14.2
period_used_pct = 59.0
setup_viol = 0
rsz0062_at_grt = false
hold_violations = 0
finalMaxSlewViolations = 0
whs_ps = 7580
period_needed_ps = 24850

[floorplan]
chip_area_um2 = 1030000
rows = 372
ios = 98
core_um2 = 1030000
die_y_um = 1020
initial_core_util_pct = 30.1
dieWidth_um = 1020

[cts]
cts_resized = 0
clock_path_buffers = 4
numCtsBuffers = 807
cts_root_buf = clkbuf_16
ctsHoldBuffers = 0
path_clk_slew_ps = 60
numClockSinks = 8192
htree_levels = 6
post-cts-setup-buffers = 0
cts_tree = built

[placement]
place_congestion = 0.883
dp_hpwl_um = 459000
port_buffers = 73
place_area_um2 = 332000

[flow_run]
maxCapViolations = 0
warnings = 50

[power_and_ir_drop]
total_power_mw = 16.6
p_leak_nw = 107
power_density_nw_per_um2 = 46.4
ir_drop_uv = 44.6

[run_status]
outcome = complete, no violations

[hold_path]
hold_path_class = primary input to flop

[layout make-up]
| class | count | area (um^2) | area share, % |
|---|---|---|---|
| Tap cell | 13651 | 17100 | 4.78 |
| Multi-Input combinational cell | 4066 | 61800 | 17.3 |
| Clock inverter | 444 | 3880 | 1.09 |
| Antenna cell | 44 | 110 | 0.0308 |
| Sequential cell | 8192 | 246000 | 68.9 |
| Clock buffer | 1014 | 21000 | 5.89 |
| Inverter | 1 | 3.75 | 0.00105 |
| Timing Repair Buffer | 900 | 7330 | 2.05 |
[critical path, cell delays in order]
cell	delay [ps]
buf_16	370
buf_4	510
buf_4	650
buf_4	670
buf_4	630
buf_4	620
buf_4	580
mux4_2	400
a22oi_1	210
a21oi_1	240
o41ai_2	1160
buf_4	260
nand4_1	780
clkdlybuf4s50_1	670
[logic make-up (layout without fill, tap and decap cells)]
family | count (synthesis) | in the layout | share of synthesized area, %
flops | 8192 | 8192 | 79.8
mux | 2048 | 2048 | 15.0
compound gates | 1664 | 1664 | 3.69
buf+inv | 797 | 2359 | 1.09
simple gates | 354 | 354 | 0.490
other cells | 0 | 44 | 0
[placed cells by master, fill, tap and decap left out, drive strengths merged, types with 14 or more instances in the layout]
cell type	netlist	routed
a21oi	512	512
a22oi	1024	1024
buf	298	861
bufinv	0	34
clkbuf	498	1014
clkdlybuf4s50	0	39
clkinv	0	374
clkinvlp	0	14
diode	0	44
edfxtp	8192	8192
inv	1	23
mux4	2048	2048
nand2	28	28
nand4	32	32
nor2	232	232
nor3	30	30
o41ai	128	128
[power by group]
part	internal (mW)	switching, mW
clock network	3.76	3.05
registers	8.99	0.00349
logic	0.267	0.522
total	13.0	3.57
[final timing paths]
path	from	end	slack, ps	cells after the start
max	byte_address[3]	read_data[0]	17250	14
min	write_data[4]	ram[209][4]$_DFFE_PP_	7580	1
[routing by layer]
layer | vias to the layer above | share of wire [%]
li1 | 58760 | -
met1 | 73333 | 29
met2 | 9977 | 47
met3 | 1368 | 19
met4 | 24 | 5.1
met5 | - | 0.15
[per-stage QoR]
stage | setup WS [ps] | instances
after floorplan | 23400 | 13055
after global placement | 17220 | 26810
after detailed placement | 17230 | 26810
after CTS | 17220 | 28268
after global routing | 16890 | 28289
final | 17250 | 28312
