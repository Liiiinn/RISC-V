`design/flow/design.v`:
```
`timescale 1ns / 1ps
package common;
    localparam REGISTER_FILE_SIZE = 32;  
    localparam logic [9:0] BEQ_INSTRUCTION = {3'b000, 7'b1100011};
    localparam logic [9:0] BNE_INSTRUCTION = {3'b001, 7'b1100011};
    localparam logic [9:0] BLT_INSTRUCTION = {3'b100, 7'b1100011};
    localparam logic [9:0] BGE_INSTRUCTION = {3'b101, 7'b1100011};
    localparam logic [9:0] BLTU_INSTRUCTION = {3'b110, 7'b1100011};
    localparam logic [9:0] BGEU_INSTRUCTION = {3'b111, 7'b1100011}; 
    typedef enum logic [3:0]
    {
        ALU_AND  = 4'b0000,       
        ALU_OR   = 4'b0001,
        ALU_XOR  = 4'b0010,
        ALU_ADD  = 4'b0011,               
        ALU_SUB = 4'b0100,
        ALU_SLT = 4'b0101,   
        ALU_SLTU = 4'b0110,  
        ALU_SLL = 4'b0111,   
        ALU_SRL = 4'b1000,   
        ALU_SRA = 4'b1001,   
        ALU_LUI = 4'b1010,
        B_BNE   = 4'b1011,  
        B_BLT   = 4'b1100,  
        B_BGE   = 4'b1101,  
        B_LTU   = 4'b1110,  
        B_GEU   = 4'b1111   
    } alu_op_type;
    typedef enum logic [1:0]
    {
        FORWARD_NONE,
        FORWARD_FROM_MEM,
        FORWARD_FROM_EX
    } forward_type;
    typedef enum logic [2:0]
    {
        NONE_TYPE,
        R_TYPE,
        I_TYPE,
        S_TYPE,
        B_TYPE,
        U_TYPE,
        J_TYPE
    } encoding_type;
    typedef struct packed
    {
        alu_op_type alu_op;
        encoding_type encoding;
        logic alu_src;
        logic mem_read;
        logic mem_write;
        logic reg_write;
        logic mem_to_reg;
        logic [1:0] mem_size;  
        logic mem_sign;
        logic is_branch;
    } control_type;
    typedef struct packed
    {
        logic [6:0] funct7;
        logic [4:0] rs2;
        logic [4:0] rs1;
        logic [2:0] funct3;
        logic [4:0] rd;
        logic [6:0] opcode;
    } instruction_type;
    typedef struct  packed
    {
        logic [31:0] pc;
        instruction_type instruction;
        logic decpompress_failed;
    } if_id_type;
    typedef struct packed
    {
        logic [4:0] reg_rs1_id;
        logic [4:0] reg_rs2_id;
        logic [4:0] reg_rd_id;
        logic [31:0] data1;
        logic [31:0] data2;
        logic [31:0] immediate_data;
        logic [31:0] pc;  
        control_type control;
        logic decpompress_failed;
        logic instruction_illegal;
    } id_ex_type;
    typedef struct packed
    {
        logic [4:0] reg_rd_id;
        control_type control;
        logic [31:0] alu_data;
        logic [31:0] pc;
        logic [31:0] memory_data;
    } ex_mem_type;
    typedef struct packed
    {
        logic [4:0] reg_rd_id;
        logic [31:0] memory_data;
        logic [31:0] alu_data;
        logic [31:0] pc;
        control_type control;
    } mem_wb_type;
    function [31:0] immediate_extension(instruction_type instruction, encoding_type inst_encoding);
        case (inst_encoding)
            I_TYPE: immediate_extension = { {20{instruction.funct7[6]}}, {instruction.funct7, instruction.rs2} };
            S_TYPE: immediate_extension = { {20{instruction.funct7[6]}}, {instruction.funct7, instruction.rd} };
            B_TYPE: immediate_extension = 
                { {20{instruction.funct7[6]}}, {instruction.funct7[6], instruction.rd[0], instruction.funct7[5:0], instruction.rd[4:1]}, 1'b0 };
            U_TYPE : immediate_extension = {instruction[31:12], 12'b0};
            J_TYPE : immediate_extension = { {12{instruction[31]}}, instruction[19:12], instruction[20], instruction[30:21], 1'b0 };
            default: immediate_extension = { {20{instruction.funct7[6]}}, {instruction.funct7, instruction.rs2} };
        endcase 
    endfunction
endpackage
`timescale 1ns / 1ps
module gshare_predictor #(
    parameter GHR_BITS = 8,
    parameter BHT_SIZE = 256
    )(
    input logic clk,
    input logic reset_n,
    input logic [31:0] pc,
    input logic update,             
    input logic actual_taken,       
    output logic prediction         
    );
    logic [GHR_BITS - 1:0] ghr, ghr_d;   
    logic [1:0] bht [0:BHT_SIZE - 1];   
    logic [$clog2(BHT_SIZE) - 1:0] index; 
    logic [1:0] counter;   
    logic [7:0] pc_part;
    logic [31:0] pc_generating_branch;
    assign pc_part = pc[GHR_BITS + 1 : 2];  
    assign index = pc_part ^ ghr_d; 
    assign counter = bht[index];
    assign prediction = counter[1];
    always_ff @(posedge clk or negedge reset_n) begin
        if (!reset_n)
        begin
            ghr <= '0;
            ghr_d <= '0;
            for (int i = 0; i < BHT_SIZE; i ++) begin
                bht[i] <= 2'b01;  
            end
        end
        else begin
            ghr_d <= ghr;  
            if (update) begin
                ghr <= {ghr[GHR_BITS - 2 : 0], actual_taken};
                case (bht[index])
                    2'b00: bht[index] <= actual_taken ? 2'b01 : 2'b00;  
                    2'b01: bht[index] <= actual_taken ? 2'b10 : 2'b00;  
                    2'b10: bht[index] <= actual_taken ? 2'b11 : 2'b01;  
                    2'b11: bht[index] <= actual_taken ? 2'b11 : 2'b10;  
                endcase
            end
        end
    end
endmodule
```
`design/flow/constraint.sdc`:
```
current_design gshare_predictor

set clk_period 10.2
set clk_io_pct 0.2

create_clock -name clk0 -period $clk_period [get_ports {clk}]

set non_clock_inputs [all_inputs -no_clocks]
set_input_delay [expr $clk_period * $clk_io_pct] -clock clk0 $non_clock_inputs
set_output_delay [expr $clk_period * $clk_io_pct] -clock clk0 [all_outputs]
```
`design/flow/config.mk`:
```
export PLATFORM = sky130hd
export DESIGN_NAME = gshare_predictor
export DESIGN_NICKNAME = gshare_predictor
export VERILOG_FILES = /design/flow/design.v
export SDC_FILE = /design/flow/constraint.sdc
export NUM_CORES = 4
export LEC_CHECK = 1
export CORE_UTILIZATION = 40
```
`design/flow/run.sh`:
```
#!/bin/bash
# OpenROAD 26Q1-2900-gdf79404cd8, Yosys 0.63+post, stock flow scripts
make -C /OpenROAD-flow-scripts/flow DESIGN_CONFIG=/design/flow/config.mk WORK_HOME=/design/flow/orfs finish
```
==> notes.md <==
impl run done, here's what came out: Max Freq=112.4 MHz, synthesis warning total=2, cell count listed in synth_stat.txt=3,127, mapped cell area=28,150 sq um, P per Cell Area=294.5 nW/um^2, DP Wirelength=between 100,000 and 150,000 um, biggest area cells=dfrtp_1 24%, dfstp_2 24%, nor2_1 4.6%, Final Setup Violations=0, CP max-delay cell=xnor2_4, Post-synth EDFFs=0, standard-cell rows=96, Top-area cell share=24.18%, Yosys chip area=roughly 28,000 sq um, Post-DP Area=30,390 sq um, DRT iter0 DRCs=around 3.4k, clk root buf=clkbuf_16, GP Congestion=1.063, Leakage Power=11.77 nW, Final period util=87.21%, clk slew on worst S/H paths=0.06 ns, gr usage total=approximately half, largest net degree at the start of global routing=113, outcome=finished, final reports clean, CORE AREA=69,070 sq um, Min-Delay Path Class=reg -> reg, Pwr Total=9.599 mW, Antenna Nets Post-Route=0, ys flops=between 500 and 600, Setup TNS=0 ns, GRT Residual Overflow=0, worst slew pin tran=roughly 1.1 ns, Syn Area/Cell=around 9.0 sq um, drt first pass iters=9, pre-CTS setup slack=roughly 1.5 ns, Fin Clk Skew=0.03485 ns, top post-synthesis cells by count=342 x nor2_1, 334 x nand2_1, 272 x dfrtp_1, residual DRC count=0, Design Area, Final=approximately 33,000 sq um, Critical Path End Type=primary output, DR vias/cell=roughly 7.3, hold path depth=0, Period minus WS final=about 8.9 ns, clk sinks=528, Syn Inst Count=3,127, unrepaired setup endpoints after global routing=no, initial antenna violation count=6, Peak VDD IR=~0.00026 V, Slew Limit Headroom=roughly 25%, Post-Route WL=169,500 um, Async SR Flop Fraction=roughly 100%, CTS Buf Count=around 60, Avg WL per Cell=41.67 um, Seq share, synth=~48%, CP cell instances=clkdlybuf4s50_1, xnor2_4, buf_4, nor4_4, buf_4, a22oi_1, nor2_1, or4_1, a2111oi_0, and4_1, nand4b_1, clkdlybuf4s50_1, PortBufs=12, first-pass GRT wire length=233,600 um, Max clock buf depth=3, Latency at later pin=around 0.66 ns, final hold viol count=0, CP Class=in -> out, reg2reg path depth=13, Critical Path RT=8.16 ns, Pre-Place Util=slightly above 40%, crit-path max cell delay=0.74 ns, count of cell types in the netlist=55, count leader, synth=nor2_1, cell type with the largest total area=dfrtp_1, Die W=267.3 um, ys flop type=dfrtp_1, Die H=between 200 and 300 um, MaxCap Viol Count=0, Worst Path Arrival=6.86 ns, Hold-fix buffers, CTS=0, area grow syn2layout=15.76%, crit start category=primary input, layout cells sized above 1=between 20 and 25%, CTS tree=done, CTS resizes=0, number of global-route vias before repair=28.40k, Max Fanout on Critical Path=25, tool warning count=between 50 and 60, Post-CTS Setup Repair Bufs=0, final worst slack=1.304 ns, final hold slack=0.3825 ns, Slew Viols, Final=0, DIE AREA=71,450 sq um, H-tree Lvls=2, Ports=37, total vias in the final route=29.79k
==> routing by layer <==
metal / GRT usage [%] / share of wire, %
met2: 65.41 / 40
met5: 2.633 / 0.17
met1: 65.27 / 37
met3: 27.94 / 15
met4: 30.07 / 7.6
==> registers in the layout, summed over array words and instances (netlist names) <==
name,flops
bht,512
ghr,8
ghr_d,8
==> through the flow <==
step           cells  utilization (%)
6_report        4068            47.19
5_1_grt         4055            47.14
4_1_cts         4055            47.14
3_5_place_dp    3941            44.00
3_3_place_gp    3941            44.00
2_1_floorplan   3127                -
==> logic make-up (layout without fill, tap and decap cells) <==
group / after synthesis / after routing / synth area share [%]
DFF: 528 / 528 / 48.07
AOI/OAI and AO/OA: 1025 / 1025 / 25.27
other: 0 / 13 / 0
muxes: 29 / 29 / 1.129
xor gates and xnor gates: 18 / 18 / 0.6666
buffers and inverters: 367 / 364 / 5.720
and+or+nand+nor: 1160 / 1160 / 19.14
==> power breakdown <==
part,internal [mW],switching [mW]
clock network,1.44,0.955
registers,2.91,0.466
logic,0.929,2.90
total,5.28,4.32
==> worst paths after layout <==
kind / startpoint / endpoint / slack (ns)
setup / recovery: pc[5] / prediction / 1.30
hold / removal: ghr[7] / ghr_d[7] / 0.38
setup reg to reg: ghr_d[3] / bht[157][0] / 3.99
hold reg to reg: ghr[7] / ghr_d[7] / 0.38
max in group asynchronous: reset_n / bht[236][1] / 6.49
min in group asynchronous: reset_n / bht[11][1] / 1.35
==> cell type report <==
class	count	area (sq um)
multi-input combinational	2232	13550
clock inverter	26	379.1
clock buffer	88	1789
tap	931	1165
timing repair buffer	250	2145
sequential	528	13530
antenna	13	32.53
fill	6356	36480
==> worst max-delay path, delay by kind of cell <==
kind / cells / cell delay [ns]
buf+inv: 4 / 1.99
compound gates: 2 / 0.80
xor+xnor: 1 / 0.74
simple gates: 5 / 1.23
==> cells in the final DEF, fill, tap and decap left out, drive strengths merged, types with 10 or more instances in the layout <==
cell type      instances
nand2                334
xnor2                 10
nor2                 342
a21oi                137
o31ai                122
nor4                  84
a31oi                170
and3                  12
and2                  25
dfstp                256
nor3                  26
a22oi                 64
clkdlybuf4s50         10
clkinv                13
o211ai                20
mux2                  22
nand3                194
o41ai                143
dfrtp                272
o22ai                 14
o21ai                169
a22o                  18
buf                  240
clkbuf                88
a32oi                 17
a41oi                101
diode                 13
nand4                122
Power figures rest on the tool's default switching activity, not on a simulated workload.
